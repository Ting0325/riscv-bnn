**flow/config.mk**
```make
export PLATFORM = sky130hd
export DESIGN_NAME = ACC
export DESIGN_NICKNAME = ACC
export VERILOG_FILES = /design/flow/design.v
export SDC_FILE = /design/flow/constraint.sdc
export NUM_CORES = 4
export LEC_CHECK = 1
export CORE_AREA = 10 10 70 70
export DIE_AREA = 0 0 80 80
```
**flow/constraint.sdc**
```tcl
current_design ACC

set clk_period 1.1
set clk_io_pct 0.2

create_clock -name clk0 -period $clk_period [get_ports {clk}]

set non_clock_inputs [all_inputs -no_clocks]
set_input_delay [expr $clk_period * $clk_io_pct] -clock clk0 $non_clock_inputs
set_output_delay [expr $clk_period * $clk_io_pct] -clock clk0 [all_outputs]
```
**flow/design.v**
```verilog
module ACC(
    input clk,
    input rst_n,
    output reg enable,
    input [31:0] addr_in,
    input [31:0] data_in,
    input [31:0] data_mem,
    output reg [31:0] data_out,
    output logic wenb,
    output logic renb,
    output reg [15:2] addr_mem,
    output [3:0] webb_out
    );
    parameter ACC_MMAP_BASE = 32'hf000_ffff;
    parameter ACC_MMAP_RANG = 32'h0fff_0000;
    parameter ACC_MMAP_WRITE_SRC    =   32'h0008_0000;
    parameter ACC_MMAP_WRITE_DES    =   32'h000c_0000;
    parameter ACC_MMAP_START        =   32'h0010_0000;
    logic [15:2] A;
    logic [15:2] B;
    logic [31:0] Y;
    logic [31:0] ACC_addr;
    logic [15:0] A_next;
    logic [15:0] B_next;
    logic [31:0] Y_next;
    assign ACC_addr = (addr_in) & ACC_MMAP_RANG;
    logic word_addr;
    assign webb_out  = 4'b1111;
    localparam IDLE=2'd0, SRC=2'd1, DES=2'd2, START=2'd3;
    logic [1:0] curr_state;
    logic [1:0] next_state;
    always@(posedge clk or negedge rst_n)begin
      if (~rst_n) begin
					curr_state <= IDLE;
					A <= 0;
					B <= 0;
					Y <= 0;
					A_next <= 0;
					B_next <= 0;
					Y_next <= 0;
      end
      else begin
					curr_state <= next_state;
					A <= A_next;
					B <= B_next;
					Y <= Y_next;
      end
    end
    always@(*)begin
      case (curr_state)
        IDLE    : if (ACC_addr==ACC_MMAP_WRITE_SRC)begin
                    next_state = SRC;
                    A_next = data_in;
                    Y_next = Y;
                   end else 
                    next_state = IDLE;
        SRC     : if (ACC_addr==ACC_MMAP_WRITE_DES)begin
                    next_state = DES;
                    A_next = A;
                    B_next = data_in;
                    Y_next = data_mem;
                  end else 
                    next_state = SRC;
        DES   :   if (ACC_addr==ACC_MMAP_START)begin
                   next_state = START;
                   B_next = B;
                   Y_next = Y;
                  end else     
                   next_state = DES;
        START  : next_state = IDLE;
        default :next_state = IDLE;
      endcase
    end
    always@(*)begin
      case (curr_state)
        IDLE    :begin
                  enable = 1'b0;
                  data_out = Y;
                  wenb = 1'b0;
                  renb = 1'b0;
                  end
        SRC     :begin
                  enable = 1'b1;
                  data_out = Y;
                  wenb = 1'b0;
                  renb = 1'b1;
                  addr_mem = A[15:2];
                  end
        DES     : begin
                  enable = 1'b1;
                  wenb = 1'b0;
                  data_out = Y;
                  renb = 1'b0;
                  addr_mem = 14'b0;
                  end
        START   : begin
                  enable = 1'b1;
                  data_out = Y;
                  wenb = 1'b1;
                  renb = 1'b0;
                  addr_mem = B[15:2];
                 end
      endcase
    end       
endmodule
```
**flow/run.sh**
```bash
#!/bin/bash
# OpenROAD 26Q1-2900-gdf79404cd8, Yosys 0.63+post, stock flow scripts
make -C /OpenROAD-flow-scripts/flow DESIGN_CONFIG=/design/flow/config.mk WORK_HOME=/design/flow/orfs finish
```
==> notes.md <==
Status of the implementation.

- The run finished, with violations left.
- The checks that failed: setup timing.
- The cell area after placement is 704 µm², for reference.
- The highest-count logic cell in the final layout is sky130_fd_sc_hd__conb_1, for reference.
- Data on the critical path is required at its endpoint by 0.88 ns.
- The routed design has 1.65 mm of wire.
- For reference, the top logic cell family by area is buffers and inverters.
- The source of the worst register-to-register timing path is curr_state[3], for reference.
- Between the synthesized netlist and the finished layout, the area growth was recorded as 29.1%.
- The largest registers in the layout are curr_state: 4 flops.
- For this run, the number of Yosys warnings is 125.
- STA puts the critical path data arrival time at 1.06 ns.
- Of the total synthesized cell area, the portion taken by AND, OR, NAND and NOR gates is 0.189.
- The post-route cell area is 822 µm², for reference.
- The overall fraction of global-route tracks in use is 0.0431, for reference.
- The synthesized netlist handed to floorplanning was reported with a cell count of 77.
- The floorplan has 21 rows.
- According to the timing report, the critical path is launched from curr_state[1].
- The setup path with the least slack is of type reg2out.
- The share of post-route cells with drive strength above 1 is 0.262, for reference.
- The final weighted congestion of routability-driven global placement is 0.740, for reference.
- The post-route core utilization is 0.241, for reference.
- The first-pass GRT wire length is 2.30 mm, for reference.
- The number of warnings in the stage logs is 111, for reference.
- The cell count listed in synth_stat.txt is 77, for reference.
- The synthesized design contains 4 register bits.
- The die span in y is 80 µm, for reference.
- The initial antenna violation count is 0.
- The overflow left after global routing is 0, for reference.
- The worst-case setup margin in the final layout is -0.180 ns, for reference.
- The proportion of synthesized chip area in sequential cells is 0.159, for reference.
- CTS added clock buffers totalling 3.
- The tally of nets with antenna violations remaining after routing is 0, for reference.
- For this sky-water flow run, the detailed-routed wirelength per cell is reported as 10.8 µm.
- The synthesized-area fraction occupied by adder cells is 0, for reference.
- Prior to clock tree synthesis, the placed netlist has a worst setup slack of -0.383 ns.
- The clock latency of the later-clocked register in the worst-skew pair is 0.24 ns, for reference.
- The horizontal die dimension reported for this design is 80 µm.
- In this run the standard cell core region covers 3420 µm².
- The floorplan step records an initial core utilization of 0.186.
- The report lists the power per cell area as 544 nW/µm².
- The number of DRC markers after the initial detailed-route iteration is 43, for reference.
- On the final layout, the worst clock skew is 0.00491 ns.
- STA classifies the critical path startpoint as a register.
- The number of iterations in the first detailed-routing pass is 3, for reference.
- Clock tree synthesis found a total of 4 sinks.
- In the routed layout, each cell is associated on average with a via count of 3.03.
- The area of the mapped netlist is 637 µm², for reference.
- For this block, the via count after detailed routing is 463.
- STA classifies the critical path endpoint as an output pin.
- For this run the detailed placement stage logged an HPWL of 1.44 mm.
- Synthesis instantiated 22 different standard cells from the library.
- Pin placement for this block handled 151 I/O pins.
- The cell-mix breakdown from Yosys lists the XOR/XNOR area share as 0.
- TritonCTS built the clock tree.
- For the finished layout, the period the worst path requires is 1.28 ns.
- In this run the number of H-tree levels came out at 1.
- In this run the VDD rail shows a maximum IR drop of 0.150 mV.
- The share of the cycle needed by the critical path after routing is 1.16, for reference.
- The chip area from the yosys synthesis statistics is 637 µm², for reference.
- The number of antenna diodes in the final layout is 0.
- Input and output buffers added on the ports amount to 16.
- The final timing report lists a hold violation count of 0.
- The number of pins with negative max-slew slack in the final report is 0, for reference.
- The largest net degree at the start of global routing is 5, for reference.
- The clock transition at the register clock pins on the worst setup and hold paths after CTS is 0.04 ns, for reference.
- The largest register by flop count is curr_state, for reference.
- The worst hold path class is in2async, for reference.
- The total of max-cap violations is 0, for reference.
- The highest fanout seen on the critical path is 2, for reference.
- The number of setup violations in the final report is 5, for reference.
- The leakage component of the power is 0.464 nW, for reference.
- Setup repair after global routing could not meet its margin everywhere.
- The register with the most flip-flops in the layout has 4 of them.
- The cell at the root of the clock tree is sky130_fd_sc_hd__clkbuf_4, for reference.
- The number of buffers between clock root and the deepest sink is 2, for reference.
- For reference, the mux area share after synthesis is 0.
- In the layout the commonest cells are 50 x sky130_fd_sc_hd__conb_1, 8 x sky130_fd_sc_hd__buf_4, 5 x sky130_fd_sc_hd__dlygate4sd2_1.
- According to the floorplan report, the total die area is 6400 µm².
- The AND-OR/OR-AND share of the synthesized area is 0.0511, for reference.
- The via count of the first global-routing pass was 584.
- The highest clock frequency the design can meet is 781 MHz, for reference.
- A synthesized cell averages 8.27 µm².
- The minimum setup slack among reg-to-reg paths is -0.10 ns, for reference.
- The residual DRC count is 0, for reference.
==> worst max-delay path, stage by stage, from the launching register on <==
cell and delay [ns]:
sky130_fd_sc_hd__dfrtp_1 0.36, sky130_fd_sc_hd__or3_1 0.35, sky130_fd_sc_hd__buf_2 0.12
==> stage by stage <==
stage | TNS [ns] | hold WS (ns) | total power [mW] | cells
global route | -0.737 | 0.187 | 0.479 | 153
CTS | -0.331 | 0.178 | 0.458 | 151
floorplan | 0 | -0.0756 | 0.289 | 125
finish | -0.484 | 0.182 | 0.447 | 153
detailed placement | -1.94 | 0.434 | 0.248 | 143
global placement | -1.85 | 0.433 | 0.248 | 143
==> logic make-up (layout without fill, tap and decap cells) <==
| family | after synthesis | count (layout) |
|---|---|---|
| buffers and inverters | 50 | 32 |
| and+or+nand+nor | 17 | 17 |
| AOI/OAI and AO/OA | 4 | 4 |
| DFF | 4 | 4 |
| other | 2 | 50 |
==> final cells by class <==
cell class / count / area [µm²]
fillers: 384 / 2590
multi-input cells: 71 / 383
repair buffers: 28 / 254
flip-flops and latches: 4 / 101
well taps: 46 / 57.6
clock buffers: 4 / 26.3
==> power by group <==
part	switching [mW]	total (mW)	internal, mW
Combinational	0.0482	0.0982	0.0500
Sequential	0	0.148	0.148
Clock	0.0646	0.201	0.136
Total	0.113	0.447	0.334
==> cell usage after synthesis <==
cell                        number  area [µm²]
sky130_fd_sc_hd__o2bb2ai_1       1        8.76
sky130_fd_sc_hd__nand4_1         2        12.5
sky130_fd_sc_hd__dfstp_2         1        26.3
sky130_fd_sc_hd__nor4_1          1        6.26
sky130_fd_sc_hd__and3b_1         1        8.76
sky130_fd_sc_hd__a41oi_1         1        8.76
sky130_fd_sc_hd__nor3_1          1        5.00
sky130_fd_sc_hd__and3_1          1        6.26
sky130_fd_sc_hd__a31oi_1         1        6.26
sky130_fd_sc_hd__nor2_1          3        11.3
sky130_fd_sc_hd__dfrtp_1         3        75.1
sky130_fd_sc_hd__or2_2           1        6.26
sky130_fd_sc_hd__nor3b_1         1        7.51
sky130_fd_sc_hd__nor3_2          1        10.0
sky130_fd_sc_hd__or3_1           1        6.26
sky130_fd_sc_hd__conb_1          2        7.51
sky130_fd_sc_hd__o22a_1          1        8.76
sky130_fd_sc_hd__and4_1          1        8.76
sky130_fd_sc_hd__nand2_1         1        3.75
sky130_fd_sc_hd__nor2b_1         1        6.26
sky130_fd_sc_hd__buf_4          50         375
sky130_fd_sc_hd__nor4_4          1        21.3
==> worst paths after layout <==
kind,depth (start not counted),to
min in group clk0,2,curr_state[3]
worst min register to register,3,curr_state[2]
worst min-delay path,1,curr_state[3]
worst max register to register,5,curr_state[0]
worst max-delay path,2,enable
max in group asynchronous,1,curr_state[0]
==> what timing repair did <==
item,in CTS,in global routing
pin swaps,6,5
resized,20,12
gates cloned,0,0
hold buffers,0,0
setup endpoints to repair,7,7
buffers inserted,4,3
==> per-layer routing <==
| metal | up-vias | GRT usage | share of wire |
|---|---|---|---|
| met5 | - | 0 | 0 |
| met3 | 0 | 0.0227 | 0.15 |
| met2 | 51 | 0.0666 | 0.41 |
| met4 | 0 | 0.00880 | 0 |
| li1 | 215 | - | - |
| met1 | 197 | 0.0521 | 0.44 |
Power is estimated from default activity; no workload was simulated.
